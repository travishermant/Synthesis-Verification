===== design/flow/run.sh =====
#!/bin/bash
# OpenROAD 26Q1-2900-gdf79404cd8, Yosys 0.63+post, stock flow scripts
make -C /OpenROAD-flow-scripts/flow DESIGN_CONFIG=/design/flow/config.mk WORK_HOME=/design/flow/orfs finish

===== design/flow/config.mk =====
export PLATFORM = sky130hd
export DESIGN_NAME = sync_counter
export DESIGN_NICKNAME = sync_counter
export VERILOG_FILES = /design/flow/design.v
export SDC_FILE = /design/flow/constraint.sdc
export NUM_CORES = 4
export LEC_CHECK = 1
export CORE_AREA = 10 10 70 70
export DIE_AREA = 0 0 80 80

===== design/flow/constraint.sdc =====
current_design sync_counter

set clk_period 2.0
set clk_io_pct 0.2

create_clock -name clk0 -period $clk_period [get_ports {fast_clk}]

set non_clock_inputs [all_inputs -no_clocks]
set_input_delay [expr $clk_period * $clk_io_pct] -clock clk0 $non_clock_inputs
set_output_delay [expr $clk_period * $clk_io_pct] -clock clk0 [all_outputs]

===== design/flow/design.v =====
module sync_counter(input logic fast_clk, input logic [3:0] data, output logic [3:0] multiply);
logic [3:0] shift;
logic [3:0] synch;
logic [3:0] decode;
logic [3:0] comb1;
logic [3:0] comb2;
logic en, slow_clk;
div_cnt div_cnt(.fast_clk(fast_clk), .slow_clk(slow_clk), .en(en));
always @(*)
begin
	comb1 [3] = synch [3] | synch[1];
	comb1 [2] = synch [2] & synch[1];
	comb1 [1] = synch [1];
	comb1 [0] = synch [1] & synch[0];
end
always @(*)
begin
	comb2 [3] = decode [3] | decode[1];
	comb2 [2] = decode [2] & decode[1];
	comb2 [1] = decode [1];
	comb2 [0] = decode [1] & decode[0];
end
always_ff @ (posedge fast_clk)
begin
	shift <= data;
end
always_ff @ (posedge fast_clk)
begin
	if(en)
		synch <= shift;
end
always_ff @ (posedge slow_clk)
begin
	decode <= comb1;
end
always_ff @ (posedge slow_clk)
begin
	multiply <= comb2;
end
endmodule
module div_cnt(input logic fast_clk, output logic slow_clk, output logic en);
	logic [1:0] count = 2'b00;
	assign slow_clk = count[1];
	assign en = count[1] & count[0];
	always_ff @ (posedge fast_clk)
	begin
		count <= count + 1'b1;
	end
endmodule

==> impl_report.txt <==
==== FLOW RESULTS ====
----------------------------------------------------
[Final timing]
  Count of endpoints without a timing constraint ........................ 12
  Final count of negative-setup-slack endpoints ........................ 0
  Crit path setup slack, layout ........................ ~0.96 ns
  Fin. max-slew vios ........................ 0
  Register pins left without a clock ........................ 8
  Setup TNS ........................ 0 ns
  Max Clock Freq ........................ ~0.96 GHz
  RSZ-0062 raised after global routing ........................ no
  Final worst-path cycle share ........................ 51.9%
  Skew final ........................ approximately 0.01 ns
  Minimum clock period ........................ 1.04 ns
  Final Hold Violation Tally ........................ 0
  Relative slew slack ........................ a little over four fifths
  Tightest Pin Transition ........................ 0.248 ns

[Critical path]
  Data arrival time of the critical path ........................ around 1 ns
  Data required time of the worst path ........................ approximately 2.0 ns
  Critical-path maximum fanout ........................ 9
  Cell family with most CP delay ........................ flip-flops
  Crit path buffers/inverters ........................ 0
  List of cells traversed by the critical path ........................ ha_1
  CP Launch Type ........................ register
  Kind of critical path ........................ reg -> reg
  Peak per-stage delay on the critical path ........................ 0.46 ns
  Crit path max-delay cell type ........................ dfxtp_1
  Type of destination of the critical path ........................ register

[CTS]
  Gates resized, CTS repair ........................ 0
  CTS Hold Bufs ........................ 0
  Number of buffers inserted to repair setup after CTS ........................ 0
  TritonCTS clock tree ........................ yes
  Number of buffers created by CTS ........................ 3
  Max clock buf depth ........................ 2
  H-tree levels ........................ 1
  CTS Root Cell ........................ clkbuf_4
  Later-pin clock latency in the skew report ........................ ~0.26 ns
  Post-CTS clock slew at the launch and capture registers of the worst setup and hold paths ........................ ~0.06 ns

[Logic synthesis]
  Number of distinct standard cells referenced by the synthesized netlist ........................ 6
  Registers, synthesis ........................ 18
  Chip area in the Yosys report ........................ about 460 µm²
  Fraction of synthesized cell area taken by the top area cell type ........................ between 60 and 70%
  Post-synthesis instance total ........................ 26
  Largest area contributor in the synthesized netlist ........................ dfxtp_1
  Number of cells in the yosys synthesis report ........................ 26
  Synth Seq Share ........................ just under 90%
  Top cells, area ........................ dfxtp_1, edfxtp_1, and2_2
  Summed instance area of the synthesized netlist ........................ between 400 and 500 µm²
  Syn_area_per_cell ........................ approximately 18 µm²
  Number of warnings reported in the yosys synthesis log ........................ 2

[Cells and area]
  Syn-to-layout area delta ........................ 35.7%
  Most numerous logic cell after layout ........................ dfxtp_1
  Top library cells by usage in the layout, fill and taps aside ........................ dfxtp_1, clkdlybuf4s50_1, and2_2, edfxtp_1, clkbuf_4
  Number of standard cells in the layout, taps in and fillers out ........................ roughly 84
  Final non-filler cell area ........................ 623 µm²
  Proportion of layout cells with a drive suffix above 1 ........................ 18.4%
  Filler Cell Count ........................ ~380

[Detailed routing]
  Tally of nets with antenna violations remaining after routing ........................ 0
  Iteration-0 DRC Markers ........................ 7
  Drt total wl ........................ roughly 450 µm
  Wire per inst ........................ 5.39 µm
  First-pass detailed-route iteration total ........................ 2
  Detailed-route via count ........................ approximately 190
  Number of diodes added for antenna fixing ........................ 0
  DRC violation count after routing ........................ 0
  Avg Vias per Cell ........................ ~2.3

[GRT]
  Vias in the first global route ........................ about 200
  Antenna violations before repair ........................ 0
  Global-route wire length before repair ........................ between 700 and 800 µm
  Largest net degree at the start of global routing ........................ 10
  Total global routing overflow ........................ 0
  GRT Util Overall ........................ under 10%

[Power]
  Share of total power consumed by net switching ........................ ~17%
  Share of power burned in the clock network ........................ a little under two fifths
  Leakage component of the power ........................ roughly 0.23 nW
  Power Density ........................ 579 mW/mm²
  Total power after layout ........................ 0.000361 W
  Maximum ir drop on the vdd rail ........................ 345 µV
  Sequential share of power ........................ between 60% and 70%
  Net Switching ........................ a little over 0.00006 W
  Int Power ........................ roughly 0.00030 W
  Combinational cell fraction of total power ........................ under 10%

[Placement]
  Post-Place Setup Slack ........................ ~0.97 ns
  Number of port buffers ........................ 8
  Final estimated routing congestion in global placement ........................ 0.671
  DP Cell Count ........................ ~80
  Placed Area ........................ a little under 600 µm²

[Floorplan]
  Vertical extent of the die ........................ 80 µm
  Die Wd ........................ approximately 80 µm
  CORE AREA ........................ approximately 0.0034 mm²
  Std cell rows ........................ 21
  Fraction of the core area occupied by cells at floorplan ........................ 13.4%
  Top-Level Pins ........................ 9
  DIE AREA ........................ between 0.006 and 0.007 mm²

[Worst hold path]
  Type of the most critical hold path ........................ reg -> reg

[Flow run]
  Tool warnings ........................ 25
  MaxCap Viol Count ........................ 0

[Run status]
  Outcome ........................ finished, final reports clean

----------------------------------------------------
flip-flops by register name, indices dropped and copies added, names as in the netlist:
signal / count
decode: 4
multiply: 4
shift: 4
synch: 4
div_cnt.count: 2
cells by family (layout without fill, tap and decap cells):
| group | count (synthesis) | count (layout) | share of synthesized area (%) |
|---|---|---|---|
| buffers and inverters | 1 | 13 | 0.817 |
| AND/OR/NAND/NOR | 6 | 6 | 9.26 |
| adder cells (fa/ha/maj) | 1 | 1 | 2.72 |
| flip-flops | 18 | 18 | 87.2 |
worst paths after layout:
check                           slack (ns)                      from  cells after the start                       end
worst max-delay path                  0.96  div_cnt.count[1]$_DFF_P_                      1        synch[1]$_DFFE_PP_
worst min-delay path                  0.38  div_cnt.count[0]$_DFF_P_                      1  div_cnt.count[0]$_DFF_P_
worst max register to register        0.96  div_cnt.count[1]$_DFF_P_                      1        synch[1]$_DFFE_PP_
worst min register to register        0.38  div_cnt.count[0]$_DFF_P_                      1  div_cnt.count[0]$_DFF_P_
metal layers:
| layer | track usage [%] | part of all wire, % |
|---|---|---|
| met1 | 1.38 | 45 |
| met3 | 2.16 | 26 |
| met5 | 0 | 0 |
| met2 | 1.93 | 28 |
| met4 | 0.176 | 0 |
synth_stat cells:
cell type	count
and2_2	4
dfxtp_1	14
edfxtp_1	4
inv_1	1
or2_1	2
ha_1	1
per-stage QoR:
stage,util (%),hold WS [ns]
2_1_floorplan,-,0.357
3_3_place_gp,17.5,0.371
3_5_place_dp,17.5,0.368
4_1_cts,18.2,0.383
5_1_grt,18.2,0.392
6_report,18.2,0.379
final cells by class:
type	instances	area, µm²	share of cell area (%)
flip-flops and latches	18	400	64.3
repair buffers	8	80.1	12.9
well taps	46	57.6	9.24
multi-input cells	7	55.1	8.84
clock buffers	4	26.3	4.22
inverters	1	3.75	0.602
power groups by stage:
stage	clock network [W]	logic (W)	registers, W
4_1_cts	0.000147	0.00000729	0.000217
5_1_grt	0.000161	0.00000764	0.000217
6_report	0.000137	0.00000725	0.000217
Power figures rest on the tool's default switching activity, not on a simulated workload.
